`flow/design.v`:
```
module sram_ctr_ahb_fsm(
        hclk,
        hresetn,
        hwrite,
        htrans,
        error_check,
        state
	);
    input   wire            hclk;
    input   wire            hresetn;
    input   wire            hwrite;
    input   wire [1:0]      htrans;
    input   wire            error_check;
    output  wire [1:0]      state;
    localparam  IDLE=2'b00;
    localparam  BUSY=2'b01;
    localparam  NONSEQ=2'b10;
    localparam  SEQ=2'b11;
    localparam  [1:0]   STATE_IDLE=2'b00;
    localparam  [1:0]   STATE_WRITE=2'b01;
    localparam  [1:0]   STATE_WR2RD=2'b11;
    localparam  [1:0]   STATE_READ=2'b10;
    reg [1:0]   state_cur;
    reg [1:0]   state_nxt;
    assign state = state_cur;
    always @(posedge hclk or negedge hresetn) begin
        if (~hresetn) begin
            state_cur <= STATE_IDLE;
        end
        else begin
            state_cur <= state_nxt;
        end
    end
    always @(*) begin
        if (error_check) begin
            state_nxt = STATE_IDLE;
        end
        else begin
            case(state_cur)
                STATE_IDLE:begin
                    if ((htrans==NONSEQ)&hwrite) begin
                        state_nxt = STATE_WRITE;
                    end
                    else if ((htrans==NONSEQ)&(~hwrite)) begin
                        state_nxt = STATE_READ;
                    end
                    else begin
                        state_nxt = STATE_IDLE;
                    end
                end
                STATE_WRITE:begin
                    if (htrans==IDLE) begin
                        state_nxt = STATE_IDLE;
                    end
                    else if (~hwrite) begin
                        state_nxt = STATE_WR2RD;
                    end
                    else begin
                        state_nxt = STATE_WRITE;
                    end
                end
                STATE_WR2RD:begin
                    state_nxt = STATE_READ;
                end
                STATE_READ:begin
                    if (htrans==IDLE) begin
                        state_nxt = STATE_IDLE;
                    end
                    else if (hwrite) begin
                        state_nxt = STATE_WRITE;
                    end
                    else begin
                        state_nxt = STATE_READ;
                    end
                end
            endcase
        end
    end
endmodule
```
`flow/run.sh`:
```
#!/bin/bash
# OpenROAD 26Q1-2900-gdf79404cd8, Yosys 0.63+post, stock flow scripts
make -C /OpenROAD-flow-scripts/flow DESIGN_CONFIG=/design/flow/config.mk WORK_HOME=/design/flow/orfs finish
```
`flow/config.mk`:
```
export PLATFORM = sky130hd
export DESIGN_NAME = sram_ctr_ahb_fsm
export DESIGN_NICKNAME = sram_ctr_ahb_fsm
export VERILOG_FILES = /design/flow/design.v
export SDC_FILE = /design/flow/constraint.sdc
export NUM_CORES = 4
export LEC_CHECK = 1
export CORE_AREA = 10 10 70 70
export DIE_AREA = 0 0 80 80
```
`flow/constraint.sdc`:
```
current_design sram_ctr_ahb_fsm

set clk_period 1.9
set clk_io_pct 0.2

create_clock -name clk0 -period $clk_period [get_ports {hclk}]

set non_clock_inputs [all_inputs -no_clocks]
set_input_delay [expr $clk_period * $clk_io_pct] -clock clk0 $non_clock_inputs
set_output_delay [expr $clk_period * $clk_io_pct] -clock clk0 [all_outputs]
```
==> impl_metrics.env <==
# flow metrics
export IMPL_outcome="finished clean"
export IMPL_routedWlPerCell_um=6.76
export IMPL_instances_no_fill=68
export IMPL_common_cells="2 x a21oi_1, 2 x dfrtp_1"
export IMPL_yosys_stat_cells=11
export IMPL_min_period_over_period=0.784
export IMPL_io_pins=8
export IMPL_tool_warnings=25
export IMPL_fin_crit_ps=1490
export IMPL_track_usage=0.0150
export IMPL_crit_path_max_incr_delay_ps=490
export IMPL_synthArstFlopShare=1.00
export IMPL_dp_cells=64
export IMPL_path_depth=1
export IMPL_path_max_fanout=5
export IMPL_largest_register_ffs=2
export IMPL_p_leak_nw=0.0859
export IMPL_cts_buffers=3
export IMPL_die_x_um=80
export IMPL_dp_slack_ps=497
export IMPL_rsz0062_at_grt="false"
export IMPL_postCtsSetupRepairBufs=0
export IMPL_postSynthSeqShare=0.444
export IMPL_clk_pin_slew_ps=30
export IMPL_cts_tree="done"
export IMPL_slew_headroom=0.823
export IMPL_worstRegToRegCells=3
export IMPL_cp_top_family="buffers and inverters"
export IMPL_placementRows=21
export IMPL_dp_hpwl_um=391
export IMPL_overflow=0
export IMPL_synth_cell_types=9
export IMPL_hold_path_class="in -> async"
export IMPL_largest_area_cell="dfrtp_1"
export IMPL_drive_above_1_share=0.190
export IMPL_edf_count=0
export IMPL_top_layer_used="met3"
export IMPL_antenna_found_initial=1
export IMPL_yosys_area_um2=113
export IMPL_drv_cap=0
export IMPL_dr_total_vias=127
export IMPL_ys_flop_type="dfrtp_1"
export IMPL_clock_latency_ps=230
export IMPL_grt_max_degree=6
export IMPL_tns_ps=0
export IMPL_yosysTopAreaCellShare=0.444
export IMPL_reg_top3="state_cur (2)"
export IMPL_cp_cell_sequence="clkdlybuf4s50_1"
export IMPL_skew_ps=2.71
export IMPL_drt_first_pass_iters=2
export IMPL_avgSynthCellArea_um2=10.2
export IMPL_vdd_ir_drop_max_mv=0.0958
export IMPL_arrival_ps=1110
export IMPL_netlist_area_um2=113
export IMPL_wl_met1_um=147
export IMPL_grt_pass1_wl_um=648
export IMPL_fp_dieH_um=80
export IMPL_finalPower_mw=0.169
export IMPL_p_per_area_nw_per_um2=637
export IMPL_startpoint_type="flip-flop"
export IMPL_tightest_slew_ps=265
export IMPL_drc=0
export IMPL_met2_length_um=174
export IMPL_die_area_um2=6400
export IMPL_clockBufferDepth=2
export IMPL_cp_end_kind="output port"
export IMPL_cp_num_buf_inv=1
export IMPL_first_iter_violations=5
export IMPL_ys_warnings_count=1
export IMPL_met3_length_um=138
export IMPL_regMostFlops="state_cur"
export IMPL_fin_util=0.0777
export IMPL_yosys_top_cells_area="dfrtp_1 44%, a2111oi_2 13%, a21oi_1 8.9%"
export IMPL_core_area_um2=3420
export IMPL_cp_required_ps=1520
export IMPL_grt_pass1_vias=152
export IMPL_critPathKind="reg -> out"
export IMPL_vias_per_cell=1.87
export IMPL_synth_flops=2
export IMPL_cts_resized=0
export IMPL_port_buffers=7
export IMPL_final_antenna_net_count=0
export IMPL_htreeDepth=1
export IMPL_crit_slowest_cell="clkdlybuf4s50_1"
export IMPL_wl_um=460
export IMPL_hold_violations=0
export IMPL_area_growth_pct=136
export IMPL_maxSlewViolCount=0
export IMPL_fmax_mhz=671
export IMPL_initCoreUtil=0.0330
export IMPL_fillers=406
export IMPL_cts_hold_buf=0
export IMPL_clock_sinks=2
export IMPL_cts_root_buf="clkbuf_4"
export IMPL_setup_ws_ps=411
export IMPL_place_gp_congestion=0.660
export IMPL_setup_viol=0
export IMPL_synthCells=11
[metrics by stage]
| stage | instance area, µm² | hold slack (ps) |
|---|---|---|
| 2_1_floorplan | 113 | 84.4 |
| 3_3_place_gp | 240 | 506 |
| 3_5_place_dp | 240 | 506 |
| 4_1_cts | 263 | 316 |
| 5_1_grt | 265 | 331 |
| 6_report | 265 | 329 |
[metal layers]
layer  vias to the layer above  GRT usage
met1                        57     0.0113
met5                         -          0
met3                         0     0.0250
met4                         0    0.00704
met2                         6     0.0177
li1                         64          -
[final timing paths]
path / from / to / slack (ps)
max in group asynchronous: hresetn / state_cur[0] / 1440
min in group clk0: state_cur[0] / state_cur[0] / 510
min: hresetn / state_cur[1] / 330
max reg2reg: state_cur[1] / state_cur[0] / 960
max: state_cur[1] / state[1] / 410
min reg2reg: state_cur[0] / state_cur[0] / 510
[cell families (layout without fill, tap and decap cells)]
family	Yosys count	after routing	synth area share
and+or+nand+nor	4	4	0.200
DFF	2	2	0.444
AOI/OAI and AO/OA	4	4	0.267
muxes	1	1	0.0889
other	0	1	0
buffers and inverters	0	10	0
[layout by cell type (no fill, tap or decap)]
cell type,count
nor2b_1,1
or2_0,1
o21ai_0,1
clkbuf_4,3
clkdlybuf4s50_1,7
diode_2,1
a2111oi_2,1
nor2_1,1
nand2b_1,1
a21oi_1,2
dfrtp_1,2
mux2i_1,1
[worst register-to-register path, stage by stage (launching register included)]
cell and delay [ps]:
dfrtp_1 410, nand2b_1 160, a21oi_1 190, a2111oi_2 50
[where the power goes]
| part | switching (mW) | leakage, nW | internal (mW) |
|---|---|---|---|
| Combinational | 0.00861 | 0.0451 | 0.0177 |
| Clock | 0.0251 | 0.0138 | 0.0698 |
| Sequential | 0.00259 | 0.0270 | 0.0453 |
[area by class of cell]
type,instances,area [µm²],share of cell area
diodes,1,2.50,0.00943
clock buffers,3,22.5,0.0849
multi-input cells,9,62.6,0.236
flip-flops and latches,2,50.0,0.189
well taps,46,57.6,0.217
repair buffers,7,70.1,0.264
No activity file was given, so power comes from the tool's default toggle rates.
